File: flow/run.sh
#!/bin/bash
# OpenROAD 26Q1-2900-gdf79404cd8, Yosys 0.63+post, stock flow scripts
make -C /OpenROAD-flow-scripts/flow DESIGN_CONFIG=/design/flow/config.mk WORK_HOME=/design/flow/orfs finish
File: flow/design.v
`timescale 1ns / 1ps
module DAC_Controller(
    input [11:0] DAC_D,
    input clk,
    input trans,
    input reset_Async,
    output reg [27:0] DAC_in,
    output reg go_DAC
    );
    reg s;
    reg C0,C1;
    reg [2:0] state_next,state_reg;
    reg [2:0] S0 = 0, S1 = 1, S2 = 2, S3 = 3, S4 = 4, S5 = 5;
    always@(posedge clk)
    begin
        case({C0,C1})
            2'b11: s <= ~ s;
            2'b01: s <= 0;
            2'b10: s <= 1;
            2'b00: s <= s;
        endcase
    end
    always@*
    begin
        if(s)
            DAC_in = {4'd8,4'd0,12'd0,8'd1};
        else if(s == 0)
            DAC_in = {4'd3,4'd0,DAC_D,8'd0};
    end
    always@(posedge clk)
    begin
        state_reg <= state_next;
    end
    always@*
    begin
    state_next = state_reg;
        if(reset_Async)
        begin
            go_DAC = 0; C1 = 0; C0 = 0;
            state_next = S0;
        end
        case(state_reg)
            S0:
            begin
                go_DAC = 0; C1 = 0; C0 = 1;
                state_next = S1;
            end
            S1:
            begin
                go_DAC = 1; C1 = 0; C0 = 0;
                state_next = S2;
            end
            S2:
            begin
                if(trans)
                begin
                    go_DAC = 0; C1 = 0; C0 = 0;
                    state_next = S2;
                end
                else
                begin
                    go_DAC = 0; C1 = 1; C0 = 0;
                    state_next = S3;
                end
            end
            S3:
            begin
                go_DAC = 1; C1 = 0; C0 = 0;
                state_next = S4;
            end
            S4:
            begin
                if(trans)
                begin
                    go_DAC = 0; C1 = 0; C0 = 0;
                    state_next = S4;
                end
                else
                begin
                    go_DAC = 0; C1 = 0; C0 = 0;
                    state_next = S5;
                end
            end
            S5:
            begin
                go_DAC = 0; C1 = 0; C0 = 1;
                state_next = S3;
            end
            default:
            begin
                go_DAC = 0; C1 = 0; C0 = 0;
                state_next = S0;
            end
        endcase
    end
endmodule
File: flow/config.mk
export PLATFORM = sky130hd
export DESIGN_NAME = DAC_Controller
export DESIGN_NICKNAME = DAC_Controller
export VERILOG_FILES = /design/flow/design.v
export SDC_FILE = /design/flow/constraint.sdc
export NUM_CORES = 4
export LEC_CHECK = 1
export CORE_AREA = 10 10 70 70
export DIE_AREA = 0 0 80 80
File: flow/constraint.sdc
current_design DAC_Controller

set clk_period 1.7
set clk_io_pct 0.2

create_clock -name clk0 -period $clk_period [get_ports {clk}]

set non_clock_inputs [all_inputs -no_clocks]
set_input_delay [expr $clk_period * $clk_io_pct] -clock clk0 $non_clock_inputs
set_output_delay [expr $clk_period * $clk_io_pct] -clock clk0 [all_outputs]
==> deck_impl_summary.md <==
Run Summary

Status
  • Status: finished clean

Pwr
  • Sw Ratio: 31.5%
  • Net Sw Power: 0.000296 W
  • P_leak: 0.338 nW
  • Internal power: 0.000644 W
  • Clock power share: 14.0%
  • IR Drop Worst-Case VDD: 0.795 mV
  • Power Dens Cells: 1290 nW/um^2
  • Reg power frac: 24.1%
  • Power Total: 0.000940 W
  • Combinational power share: 61.9%

Floorplan
  • Rows: 21
  • Die W: 80 um
  • Die Ht: 80 um
  • Die area: 6400 um^2
  • FP Core Util: 11.9%
  • Core area: 3420 um^2
  • # IOs: 44

Clock tree
  • TritonCTS clock tree: built
  • Hold_buf cts: 0
  • Clk ins delay skew pair: 0.24 ns
  • Num CTS Buffers: 3
  • Clk pin slew, worst setup/hold paths: 0.04 ns
  • Root Buffer: clkbuf_4
  • CTS H-Tree Depth: 1
  • Clk buf depth: 2
  • Clock sinks: 4

Synth
  • Dominant flop cell: dfxtp_1
  • Dominant cell area share: 27.6%
  • Synth top cell by count: buf_4
  • Yosys warnings: 1
  • Chip Area, Yosys: 408 um^2
  • Mapped Cells: 50
  • Commonest cells in the netlist: buf_4, nor2b_1, dfxtp_1, inv_1
  • Post-Synthesis Cell Area: 408 um^2
  • Yosys cell count: 50
  • Largest area contributor in the synthesized netlist: buf_4
  • Syn avg cell area: 8.16 um^2
  • Synthesized registers: 4
  • Ys async rst share: 0%
  • Flip-flops with a built-in enable: 1
  • Top cells, area: buf_4, nor2b_1, dfxtp_1, edfxtp_1, ha_1
  • Number of distinct library cells after synthesis: 19
  • Register area share after synthesis: 22.1%

Setup path
  • Worst-case reg-to-reg path depth: 4
  • R2R setup slack: 0.07 ns
  • Startpoint types: input pin
  • CP required: 1.69 ns
  • Crit path to: s$_DFFE_PP_
  • Reg2reg start: state_reg[1]$_SDFF_PP0_
  • Setup crit end kind: register
  • CP arrival: 1.68 ns
  • Crit path kind: in2reg
  • RR Endpoint: s$_DFFE_PP_
  • CP startpoint: trans
  • CP Max Fanout: 3

Worst hold path
  • Hold crit path type: reg2reg

Global route
  • Met3 usage: 2.50%
  • Largest net degree at the start of global routing: 15
  • GR Util All Layers: 3.29%
  • M2 GR Usage: 4.41%
  • Grt total ovfl: 0
  • GR Layer Usage met1: 4.27%
  • Vias in the first global route: 350
  • Antenna violations before repair: 0
  • First-pass GRT wire length: 1710 um
  • Grt peak-use layer: met2

Route
  • DRC Markers: 0
  • First DRT Iteration DRCs: 3
  • Vias per cell: 3.05
  • DR WL/cell: 9.68 um
  • N_diodes: 0
  • WL final: 1220 um
  • Via count of the routed design: 384
  • Number of routed nets with antenna violations: 0
  • DRT Pass-1 Iters: 3

Final timing
  • Post-route minimum period: 1.69 ns
  • Final worst clock skew: 0.00776 ns
  • Setup TNS: 0 ns
  • Final period util: 99.1%
  • Final Hold Viols: 0
  • # setup viols final: 0
  • Fmax: 0.593 GHz
  • Max Slew Vio Count: 0
  • RSZ-0062 raised after global routing: no

Cells and area
  • Gate Area: 235 um^2
  • Max reg flops: 3
  • Area grow syn2layout: 78.5%
  • Share of layout cells above drive strength 1: 15.0%
  • Fin util: 21.3%
  • Register area: 92.6 um^2
  • Fillers: 370

Flow run
  • Max_cap viols: 0
  • Tool warnings: 27

Placement
  • RePlAce Congestion: 0.764
  • Hpwl dp: 1080 um
  • Port-buffer cells: 30
## layout by cell type (no fill, tap or decap), types with 2 or more instances in the layout
cell / synthesis / layout
clkbuf_4: 0 / 3
clkdlybuf4s50_1: 0 / 18
conb_1: 1 / 12
dfxtp_2: 0 / 2
dlygate4sd2_1: 0 / 12
ha_1: 2 / 2
inv_2: 0 / 2
mux2_2: 2 / 2
nor2b_1: 12 / 12
## stage by stage
step	setup slack, ns	instance area [um^2]	std cells	hold slack, ns
3_5_place_dp	-0.220	689	121	0.528
4_1_cts	0.0113	721	126	0.531
6_report	0.0148	728	126	0.500
2_1_floorplan	0.159	449	61	0.456
5_1_grt	0.00142	728	126	0.540
3_3_place_gp	-0.203	689	121	0.505
## worst min-delay path by stage
stage | endpoint | cells past startpoint | slack (ns) | startpoint
CTS | state_reg[0]$_SDFF_PP1_ | 1 | 0.53 | state_reg[2]$_SDFF_PP0_
global route | state_reg[0]$_SDFF_PP1_ | 1 | 0.54 | state_reg[2]$_SDFF_PP0_
finish | state_reg[0]$_SDFF_PP1_ | 1 | 0.50 | state_reg[2]$_SDFF_PP0_
## cell type report
cell class | count | area share (%)
clock buffer | 4 | 3.61
inverter | 3 | 1.55
multi-input combinational | 38 | 32.3
sequential | 4 | 12.7
tap | 46 | 7.90
timing repair buffer | 31 | 41.9
## power groups by stage
stage	logic [W]	clock network, W	registers, W
finish	0.000582	0.000131	0.000227
CTS	0.000583	0.000136	0.000215
global route	0.000659	0.000152	0.000237
## kinds of logic (layout without fill, tap and decap cells)
| family | count (synthesis) | after routing | share of synthesized area [%] |
|---|---|---|---|
| multiplexers | 2 | 2 | 5.52 |
| flip-flops | 4 | 4 | 22.1 |
| adder cells (fa/ha/maj) | 2 | 2 | 6.13 |
| AND-OR/OR-AND | 3 | 3 | 5.21 |
| other | 1 | 12 | 0.919 |
| buffers and inverters | 19 | 38 | 31.6 |
| AND/OR/NAND/NOR | 19 | 19 | 28.5 |
## critical path, stage by stage
cell,delay [ns]
clkdlybuf4s50_1,0.45
or2_1,0.27
ha_1,0.29
mux2_2,0.32
## routing by layer
metal  vias to the layer above  part of all wire [%]  wire length (um)
li1                        189                     -                 -
met1                       159                    46               560
met2                        36                    36               436
met3                         0                    18               223
met4                         0                     0                 0
met5                         -                     0                 0
## what timing repair did
item	in CTS	in global routing
setup endpoints to repair	16	4
cloned	0	0
buffers inserted	1	0
endpoints found under the hold margin	0	0
gates resized	12	5
pin swaps	0	2
Power and IR drop assume default switching activity.
