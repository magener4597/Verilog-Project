### flow/run.sh
#!/bin/bash
# OpenROAD 26Q1-2900-gdf79404cd8, Yosys 0.63+post, stock flow scripts
make -C /OpenROAD-flow-scripts/flow DESIGN_CONFIG=/design/flow/config.mk WORK_HOME=/design/flow/orfs finish
### flow/design.v
`timescale 1ns / 1ps
module SPI_Interface(
    input clk,
    input go_DAC,
    input [27:0] DAC_in,
    input reset_Async,
    output reg trans,
    output reg SPI_MOSI,
    output reg DAC_CS,
    output reg SPI_SCK
    );
    reg C0,C1,C2,C3,C4;
    wire Z;
    reg [4:0] count;
    reg [31:0] register;
    reg [2:0] state_reg, state_next;
    localparam [2:0] S0 = 0, S1 = 1, S2 = 2, S3 = 3, S4 = 4;
    always@(posedge clk)
    begin
        if(C2)
            count <= 31;
        else if(C4)
            count <= count - 1;
    end
    assign Z = (count == 0);
    always@(posedge clk)
    begin
        case({C0,C1})
            2'b11: SPI_SCK <= ~ SPI_SCK;
            2'b01: SPI_SCK <= 0;
            2'b10: SPI_SCK <= 1;
            2'b00: SPI_SCK <= SPI_SCK;
        endcase
    end
    always@(posedge clk)
    begin
        case({C2,C3})
            2'b11: trans <= ~ trans;
            2'b01: trans <= 0;
            2'b10: trans <= 1;
            2'b00: trans <= trans;
        endcase
    end
    always@(trans)
    DAC_CS = ~trans;
    always@(posedge clk)
    begin
        if(C2)
            register <= {4'b0,DAC_in};
        else if(C4)
            register <= register << 1;
    end
    always@(register)
    SPI_MOSI = register[31];
    always@(posedge clk)
    begin
        state_reg <= state_next;
    end
    always@*
    begin
        state_next = state_reg;
        if(reset_Async)
        begin
            C4 = 0; C3 = 0; C2 = 0; C1 = 0; C0 = 0;
            state_next = S0;
        end
        case(state_reg)
            S0:
            begin
                if(go_DAC)
                begin
                    C4 = 0; C3 = 0; C2 = 1; C1 = 1; C0 = 0;
                    state_next = S1;
                end
                else
                begin
                    C4 = 0; C3 = 0; C2 = 0; C1 = 1; C0 = 0;
                    state_next = S0;
                end
            end
            S1:
            begin
                C4 = 0; C3 = 0; C2 = 0; C1 = 0; C0 = 1;
                state_next = S2;
            end
            S2:
            begin
                if(Z)
                begin
                    C4 = 0; C3 = 0; C2 = 0; C1 = 1; C0 = 0;
                    state_next = S4;
                end
                else
                begin
                    C4 = 0; C3 = 0; C2 = 0; C1 = 1; C0 = 0;
                    state_next = S3;
                end
            end
            S3:
            begin
                C4 = 1; C3 = 0; C2 = 0; C1 = 0; C0 = 1;
                state_next = S2;
            end
            S4:
            begin
                C4 = 0; C3 = 1; C2 = 0; C1 = 1; C0 = 0;
                state_next = S0;
            end
            default:
            begin
                C4 = 0; C3 = 0; C2 = 0; C1 = 0; C0 = 0;
                state_next = S0;
            end
        endcase
    end
endmodule
### flow/constraint.sdc
current_design SPI_Interface

set clk_period 5.2
set clk_io_pct 0.2

create_clock -name clk0 -period $clk_period [get_ports {clk}]

set non_clock_inputs [all_inputs -no_clocks]
set_input_delay [expr $clk_period * $clk_io_pct] -clock clk0 $non_clock_inputs
set_output_delay [expr $clk_period * $clk_io_pct] -clock clk0 [all_outputs]
### flow/config.mk
export PLATFORM = sky130hd
export DESIGN_NAME = SPI_Interface
export DESIGN_NICKNAME = SPI_Interface
export VERILOG_FILES = /design/flow/design.v
export SDC_FILE = /design/flow/constraint.sdc
export NUM_CORES = 4
export LEC_CHECK = 1
export CORE_UTILIZATION = 40
==> flow_summary.ini <==
; implementation run metrics
[route]
dr.pass1.iters = 3
avgViaCountPerCell = 4.93
via_count = 1005
drtAntennaViolNets = 0
drt_first_iter_violations = 75
routed_wirelength_mm = 2.48
drc = 0
diodes = 0
wire_per_inst_um = 12.1

[final_timing]
slew_viol_final = 0
rsz0062_at_grt = false
finalSetupViolations = 0
relSlewSlack_pct = 71.0
hold_viol = 0
setup_tns_ns = 0
final.setup.worst_slack_ns = 2.37
min_period_ns = 2.83
finalClockSkew_ns = 0.00252
fmax_mhz = 353
finalCritPeriodShare_pct = 54.5
worstMarginPinSlew_ns = 0.435

[pwr]
power_per_cell_area_nw_per_um2 = 524
ir_drop_v = 0.000234
power_leakage_nw = 0.816

[critical_path]
crit_type = primary input to flip-flop
cp.buffers_inverters = 4
slowest_delay_ns = 0.51
start_kind = primary input
cp.arrival_ns = 2.79
cp-end-kind = flip-flop
crit_top_cell = buf_4
cp_top_family = buffers and inverters
path_cells = clkdlybuf4s50_1 > nor4b_4 > buf_4 > nor2_1 > inv_1 > buf_4
required_ns = 5.15
worstPathMaxFanout = 34
cp_slowest_cell = clkdlybuf4s50_1

[cells_and_area]
largest_reg_flops = 32
final_common_cell = clkdlybuf4s50_1
flop_area_um2 = 1140
final-comb-area_um2 = 572
final_cell_count_no_fill = 204
drive_gt1_share_pct = 24.0
layout_top_cells = clkdlybuf4s50_1 (33), edfxtp_1 (30), mux2_2 (26)
stdcell_area_um2 = 2220
num-fill-cells = 340
area_delta_synth_final_pct = 24.6

[synth]
yosysWarnings = 1
synth_chip_area_um2 = 1780
synth_cell_types = 28
synthCells = 116
synth.avg_cell_area_um2 = 15.4
async_flop_share_pct = 0
ys_ff = 42
ff_type = edfxtp_1
netlist_area_um2 = 1780
ys_cells = 116
synth_seq_share_pct = 64.0
edf_count = 30

[min_path]
hold_path_class = flip-flop to flip-flop

[floorplan]
core_area_um2 = 4140
dieArea_um2 = 4730
die_w_um = 68.7
fp-utilization_pct = 43.0
io_pins = 35
num_rows = 23
die_y_um = 68.7

[placement]
port_buffers = 33
gp_congestion = 0.741
dpl_worst_slack_ns = 2.06
placed_cell_area_um2 = 2140
hpwl_mm = 1.60
dpl.cell_count = 196

[cts]
path_clk_slew_ns = 0.07
cts_resized = 0
cts_tree = built
cts-htree-levels = 2
worstSkewPairLatency_ns = 0.28
cts_inserted_buffers = 5
ctsRootBufferMaster = clkbuf_8
clock-sinks = 42
hold_buffers = 0
cts_max_path_buffers = 2
post_cts_buffers = 0

[grt]
grt_pass1_vias = 959
gr-total-overflow = 0
track_usage_pct = 13.2
grt_max_degree = 35
grt_antenna_before_repair = 0
grt_pass1_wl_mm = 4.28

[run_status]
status = finished clean

[run]
drv_cap = 0
warning_count = 26
## through the flow
| stage | power (mW) | utilization [%] | hold WS [ns] |
|---|---|---|---|
| floorplan | 0.884 | - | 0.420 |
| CTS | 1.18 | 53.6 | 0.471 |
| detailed placement | 0.979 | 51.6 | 0.454 |
| finish | 1.16 | 53.6 | 0.470 |
| global route | 1.26 | 53.6 | 0.493 |
| global placement | 0.969 | 51.6 | 0.444 |
## path summary, 6_finish.rpt
path	start	to	slack (ns)	cells past startpoint
setup / recovery	go_DAC	register[21]$_DFFE_PP_	2.37	6
hold / removal	count[4]$_SDFFE_PP1N_	count[4]$_SDFFE_PP1N_	0.47	1
setup reg to reg	state_reg[2]$_DFF_P_	register[21]$_DFFE_PP_	3.14	5
hold reg to reg	count[4]$_SDFFE_PP1N_	count[4]$_SDFFE_PP1N_	0.47	1
## power by group
part           switching, mW  total (mW)  internal (mW)
Sequential            0.0620       0.649          0.587
Combinational          0.141       0.320          0.179
Clock                  0.102       0.194         0.0922
Total                  0.305        1.16          0.858
## cells by family after synthesis
kind of cell,Yosys count,synth area share [%]
simple gates,18,6.32
mux,29,18.2
buf+inv,10,3.86
fa+ha+maj,2,1.40
flops,42,64.0
compound gates,15,6.18
## synth_stat cells (2+ instances only)
library cell	number	area share (%)
buf_6	4	2.5
a22oi_1	2	0.84
a21oi_1	3	0.84
nor3_1	2	0.56
dfxtp_1	12	13
nor2_1	6	1.3
edfxtp_1	30	51
nand2_1	3	0.63
inv_1	5	1.1
mux2_2	26	16
mux2i_1	2	1.1
ha_1	2	1.4
a22o_1	4	2.0
## per-layer routing
| metal | wire [um] | vias up | part of all wire [%] | GRT usage, % |
|---|---|---|---|---|
| met5 | 0 | - | 0 | 0 |
| met4 | 48 | 0 | 1.9 | 2.30 |
| met3 | 206 | 5 | 8.3 | 5.17 |
| met1 | 1190 | 461 | 48 | 21.3 |
| met2 | 1040 | 29 | 42 | 18.4 |
| li1 | - | 510 | - | - |
## area by class of cell
| type | instances | area share [%] |
|---|---|---|
| Tap cell | 50 | 2.82 |
| Multi-Input combinational cell | 64 | 25.7 |
| Clock inverter | 2 | 0.394 |
| Inverter | 5 | 0.845 |
| Timing Repair Buffer | 35 | 15.5 |
| Sequential cell | 42 | 51.4 |
| Clock buffer | 6 | 3.27 |
Power and IR drop assume default switching activity.
