==> ./design.v <==
`timescale 1ns / 1ps
module rampwaveform(
    input clk,
    input [4:0] IV,
    output reg [11:0] DAC_D
    );
    reg [16:0] counter;
    initial counter = 0;
    always@(posedge clk)
    begin
        counter <= counter + IV;
        DAC_D <= counter[16:5];
    end
endmodule
==> ./run.sh <==
#!/bin/bash
# OpenROAD 26Q1-2900-gdf79404cd8, Yosys 0.63+post, stock flow scripts
make -C /OpenROAD-flow-scripts/flow DESIGN_CONFIG=/design/flow/config.mk WORK_HOME=/design/flow/orfs finish
==> ./config.mk <==
export PLATFORM = sky130hd
export DESIGN_NAME = rampwaveform
export DESIGN_NICKNAME = rampwaveform
export VERILOG_FILES = /design/flow/design.v
export SDC_FILE = /design/flow/constraint.sdc
export NUM_CORES = 4
export LEC_CHECK = 1
export CORE_AREA = 10 10 104 104
export DIE_AREA = 0 0 114 114
==> ./constraint.sdc <==
current_design rampwaveform

set clk_period 3.5
set clk_io_pct 0.2

create_clock -name clk0 -period $clk_period [get_ports {clk}]

set non_clock_inputs [all_inputs -no_clocks]
set_input_delay [expr $clk_period * $clk_io_pct] -clock clk0 $non_clock_inputs
set_output_delay [expr $clk_period * $clk_io_pct] -clock clk0 [all_outputs]
==> flow_results.org <==
#+TITLE: Synthesis and PnR summary

** Placed design
- Dpl ws :: 0.814 ns
- The count of buffers added on input and output ports is 17.
- Cell count after placement :: 206
- RePlAce ended its routability-driven mode at a weighted congestion of 0.734.
- Post-detail-place hpwl :: 1490 µm

** Global route
- Entering global routing, the biggest net connects 10 pins.
- Number of global-route vias before repair :: 667
- The first global-routing pass estimated between 3000 and 4000 µm of wire.
- The number of antenna violations at the first check in global routing is 0.
- Global routing usage summed across all routing layers :: 0.0313
- Recorded from the global router log, the overflow total was 0.

** Yosys
- Post-synth area from yosys stat :: 1010 µm²
- Cell area after synthesis :: 1010 µm²
- Yosys stat counts 82 cells in the synthesized netlist.
- Register area share after synthesis :: 0.576
- The post-synth register bit count is 29.
- Mapped Avg Cell Area :: around 12 µm²
- Measured against the total synthesized area, the mux share comes to 0.
- Of the total synthesized cell area, the portion taken by full adders, half adders and majority gates is 0.0819.
- Count of yosys warnings during synthesis :: 1
- Of the total synthesized cell area, the portion taken by XOR and XNOR cells is 0.130.
- Synthesis produced 82 cells.
- For reference, the top logic cell family by area is simple AND/OR/NAND/NOR gates.
- After synthesis, the netlist uses 23 different library cells.
- Simple-gate share of the synthesized area :: 0.136
- Per the synthesis report, the AND-OR/OR-AND share of the synthesized area is 0.0720.

** Critical path
- Cell breakdown of the critical path :: clkdlybuf4s50_1, ha_1, and3_4, a2111oi_4, nor3_1, xor2_1
- Crit path DAT :: 2.56 ns
- Critical Path Slowest Stage Cell :: a2111oi_4
- Logic depth along the worst register-to-register path is recorded as 5.
- Delay of the slowest critical-path stage :: 0.56 ns
- The setup path with the least slack is of type input pin to flip-flop.
- STA classifies the critical path endpoint as a flip-flop.
- Kind of start point of the critical path :: input pin
- Peak fanout along the critical path :: 6
- Required time of the critical path :: 3.66 ns

** Floorplan
- Die X-Extent :: 114 µm
- Floorplan core area :: 8680 µm²
- Height of the chip :: 114 µm
- FP Rows :: 34
- Starting density of the core :: 0.116
- I/O pin count :: 18
- Total Die Area :: 13,000 µm²

** Layout
- The layout summary lists the proportion of cells stronger than drive strength 1 as 0.113.
- Fill cells :: 973
- For this run, the number of standard cells in the final layout without fillers is 214.
- Relative to the synthesized area, the layout overhead comes to 41.4%.
- The finished layout reports a core utilization of 0.164.

** Clock tree
- Post-CTS timing repair inserted 0 buffers for setup.
- H-tree levels :: 2
- TritonCTS built the clock tree.
- Hold bufs inserted after CTS :: 0
- Clock slew at the register clock pins of the worst setup and hold paths :: approximately 0.060 ns
- Post-cts gate resize count :: 0
- Maximum buffer depth of the clock tree :: 2
- Master cell of the clock root buffer :: clkbuf_8
- Number of clock buffers inserted by TritonCTS :: 5
- Total number of clock tree sinks :: 29
- Clk latency of the worst-skew pair :: 0.27 ns

** Power
- Overall Power :: 1.20 mW
- Static leakage power :: 0.548 nW
- For this design the ratio of total power to cell area is between 800 and 900 nW/µm².
- Worst IR drop on VDD :: 0.219 mV

** Detailed routing
- Once iteration 0 of detailed routing completed, the report listed 36 DRC markers.
- Detailed routing inserted a total of 626 vias.
- Final wirelength :: 1970 µm
- DRC violation count after routing :: 0
- Drt pass-1 iters :: 2
- Routed wire length per instance :: 9.18 µm
- Antenna-violating nets left :: 0
- After detailed routing, the number of vias per cell comes to around 2.9.
- Antenna repair during routing inserted a diode count of 0.

** Final timing
- The max-slew check reports its worst relative slack as 0.645.
- Count of endpoints failing setup in the final report :: 0
- Final number of hold-violating endpoints :: 0
- Setup repair after global routing missed its margin :: no
- At the pin with the least slew margin, the transition time is 0.533 ns.
- Fin Clk Skew :: 0.00284 ns
- Part of the cycle the worst path needs :: 0.686
- The final timing report lists a max-slew violation count of 0.
- Highest Clock Rate :: 417 MHz
- The clock period could shrink to 2.40 ns.
- The final timing report gives a worst setup slack of 1.10 ns.
- Total negative slack for setup checks :: 0 ns

** Min path
- Worst Hold Path Cells :: 0
- Checking hold timing, the worst path is listed with class flip-flop to flip-flop.

** Flow run
- Number of OpenROAD warnings :: 25
- Per the run summary, max-cap violations total 0.

** Run status
- Status :: complete, no violations
==> path summary, 6_finish.rpt <==
path,start,end,slack (ns)
hold / removal,counter[16],DAC_D[11],0.37
setup / recovery,IV[3],counter[11],1.10
setup reg to reg,counter[4],counter[11],1.70
hold reg to reg,counter[16],DAC_D[11],0.37
==> synth_stat cells <==
master	n	area, µm²
fa_1	1	20.0
and3_4	1	11.3
a21oi_1	2	10.0
ha_1	5	62.6
o21bai_1	1	7.51
and3_2	1	7.51
o21ai_0	1	5.00
a211oi_1	1	7.51
xor2_1	6	52.6
nand4_1	2	12.5
a21o_1	2	15.0
clkbuf_1	1	3.75
and3_1	2	12.5
nor3b_2	1	12.5
nand3_1	5	25.0
nand2_1	4	15.0
and2_2	1	7.51
xnor2_1	9	78.8
a2111oi_4	1	27.5
nor3_1	1	5.00
nor2_1	3	11.3
dfxtp_1	29	581
and4_1	2	17.5
==> flip-flops by register name (all words and copies together), names as in the netlist <==
| name | count |
|---|---|
| DAC_D | 12 |
| counter | 17 |
==> layout by cell type, fill, tap and decap left out <==
| cell | count |
|---|---|
| nand3_1 | 5 |
| nor2_1 | 3 |
| ha_1 | 5 |
| and3_4 | 1 |
| o21ai_0 | 1 |
| clkdlybuf4s50_1 | 17 |
| and2_2 | 1 |
| a2111oi_4 | 1 |
| a21oi_1 | 2 |
| nand4_1 | 2 |
| a21o_1 | 2 |
| fa_1 | 1 |
| bufinv_16 | 1 |
| and3_1 | 2 |
| and3_2 | 1 |
| xor2_1 | 6 |
| nor3b_2 | 1 |
| xnor2_1 | 9 |
| clkbuf_8 | 6 |
| clkbuf_1 | 1 |
| nand2_1 | 4 |
| dfxtp_1 | 29 |
| a211oi_1 | 1 |
| and4_1 | 2 |
| nor3_1 | 1 |
| o21bai_1 | 1 |
==> through the flow <==
stage / hold slack, ns / area [µm²]
3_3_place_gp: 0.361 / 1310
6_report: 0.371 / 1430
4_1_cts: 0.370 / 1430
2_1_floorplan: 0.350 / 1010
5_1_grt: 0.385 / 1430
3_5_place_dp: 0.361 / 1310
==> routing by layer <==
metal | share of wire | GRT usage | wire [µm] | vias up
li1 | - | - | - | 333
met1 | 0.44 | 0.0360 | 871 | 277
met2 | 0.46 | 0.0482 | 903 | 16
met3 | 0.097 | 0.0197 | 190 | 0
met4 | 0 | 0.00668 | 0 | 0
met5 | 0 | 0 | 0 | -
==> power by group <==
part | internal [mW] | switching, mW
clock network | 0.232 | 0.121
registers | 0.437 | 0.0679
logic | 0.191 | 0.151
total | 0.860 | 0.340
==> cell families (layout without fill, tap and decap cells) <==
family                   count (synthesis)  after routing
buffers and inverters                    1             25
AND/OR/NAND/NOR                         23             23
XOR/XNOR                                15             15
flip-flops                              29             29
adder cells (fa/ha/maj)                  6              6
AND-OR/OR-AND                            8              8
==> final cells by class <==
cell class | instances | area (µm²) | area share
clock buffer | 7 | 86.3 | 0.0605
multi-input combinational | 52 | 424 | 0.297
clock inverter | 1 | 30.0 | 0.0211
sequential | 29 | 581 | 0.407
timing repair buffer | 17 | 170 | 0.119
tap | 108 | 135 | 0.0947
==> worst max-delay path, delay by kind of cell <==
| kind | cells | cell delay [ns] |
|---|---|---|
| simple gates | 2 | 0.32 |
| fa+ha+maj | 1 | 0.38 |
| buf+inv | 1 | 0.43 |
| xor+xnor | 1 | 0.16 |
| compound gates | 1 | 0.56 |
Power figures rest on the tool's default switching activity, not on a simulated workload.
